File: design/flow/config.mk
export PLATFORM = sky130hd
export DESIGN_NAME = ALU
export DESIGN_NICKNAME = ALU
export VERILOG_FILES = /design/flow/design.v
export SDC_FILE = /design/flow/constraint.sdc
export NUM_CORES = 4
export LEC_CHECK = 1
export CORE_UTILIZATION = 40
File: design/flow/constraint.sdc
current_design ALU

set clk_period 15.6
set clk_io_pct 0.2

create_clock -name clk0 -period $clk_period

set non_clock_inputs [all_inputs -no_clocks]
set_input_delay [expr $clk_period * $clk_io_pct] -clock clk0 $non_clock_inputs
set_output_delay [expr $clk_period * $clk_io_pct] -clock clk0 [all_outputs]
File: design/flow/run.sh
#!/bin/bash
# OpenROAD 26Q1-2900-gdf79404cd8, Yosys 0.63+post, stock flow scripts
make -C /OpenROAD-flow-scripts/flow DESIGN_CONFIG=/design/flow/config.mk WORK_HOME=/design/flow/orfs finish
File: design/flow/design.v
`timescale 1ns / 1ps
module ALU(Ctrl, In1, In2, Out, Branch);
input [3:0] Ctrl;
input [31:0] In1, In2;
output reg [31:0] Out, Branch;
always @(Ctrl, In1, In2)
begin
    case(Ctrl)
        0: begin
            Out <= In1 + In2;     
            Branch <= 0;
           end
        1: begin
            Out <= In2 & In1;     
            Branch <= 0;
           end
        2: begin
            Out <= In1 ^ In2;     
            Branch <= In1 ^ In2;
           end
        3: begin
            Out <= In2 << In1;    
            Branch <= 0;
           end
        4: begin
            Out <= In1 - In2;     
            Branch <= 0;
           end
        5: begin
            Out <= In1 | In2;     
            Branch <= 0;
           end
        6: begin
            Out[31:16] <= In2[15:0];     
            Out[15:0] <= 16'd0;
            Branch <= 0;
           end
        7: begin
            Out <= In2 >> In1;    
            Branch <= 0;
           end
        8: begin
            Out <= In1 + In2;     
            Branch <= 0;
           end
        9: begin
            Out <= In2 & In1;    
            Branch <= 0;
           end
        10:begin
            Out <= In1 ^ In2;     
            Branch <= In1 ^ In2;
           end
        12:begin
            Out <= In1 - In2;    
            Branch <= 0;
           end
        13:begin
            Out <= In1 | In2;     
            Branch <= 0;
           end
        14:begin
            Out[31:16] <= In2[15:0];     
            Out[15:0] <= 16'd0;
            Branch <= 0;
           end
        15:begin
            Out <= In2 >>> In1;   
            Branch <= 0;
           end
        default: Out <= 0;
    endcase
end
endmodule
==> flow_metrics.env <==
# implementation run metrics
export IMPL_outcome="completed"
export IMPL_vias=12000
export IMPL_clock_fmax_ghz=0.0918
export IMPL_fp_row_count=56
export IMPL_placed_area_um2=11100
export IMPL_synth_area_um2=9620
export IMPL_synth_flops=32
export IMPL_path_class="in2out"
export IMPL_area_delta_synth_final_pct=15.1
export IMPL_grt_max_degree=62
export IMPL_unclocked_regs=32
export IMPL_core_area_um2=23500
export IMPL_vias_per_cell=6.65
export IMPL_ys_cells=1436
export IMPL_antenna_found_initial=1
export IMPL_period_needed_ns=10.90
export IMPL_hold_viol=0
export IMPL_place_gp_congestion=1.10
export IMPL_seqPwrFrac_pct=0.6
export IMPL_worst_ep_arrival_time_ns=7.78
export IMPL_fp_util_pct=40.8
export IMPL_grt_pass1_vias=10700
export IMPL_worstHoldStart="Ctrl[2]"
export IMPL_drt_iter0_markers=1359
export IMPL_p_sw_uw=229
export IMPL_min_delay_path_class="in2out"
export IMPL_timing_setup_tns_ns=0
export IMPL_finalSetupViolations=0
export IMPL_antenna_left=0
export IMPL_p_int_uw=146
export IMPL_holdPathEnd="Out[4]"
export IMPL_die_x_um=157
export IMPL_gr_total_overflow=0
export IMPL_worst_pin_slew_ns=1.07
export IMPL_rsz0062_at_grt="no"
export IMPL_maxCapViolations=0
export IMPL_drc_errors=0
export IMPL_boundaryPins=132
export IMPL_fin_area_um2=11100
export IMPL_io_buffers=132
export IMPL_grt_pass1_wl_um=72700
export IMPL_cp_end_kind="output pin"
export IMPL_flop_cell="dlxtn_1"
export IMPL_diodes=0
export IMPL_stdcell_count=1804
export IMPL_cp_required_ns=12.48
export IMPL_finalCritPeriodShare_pct=69.8
export IMPL_p_per_area_nw_per_um2=33.8
export IMPL_ir_worst_vdd_mv=0.0186
export IMPL_ys_warn_count=1
export IMPL_postSynthCellCount=1436
export IMPL_placed_cells=1804
export IMPL_die_y_um=157
export IMPL_wire_per_inst_um=28.0
export IMPL_switching_share_pct=61.1
export IMPL_slew_headroom_pct=28.4
export IMPL_top_regs="Branch (32)"
export IMPL_tool_warnings=95
export IMPL_clock_power_share_pct=0
export IMPL_drive_gt1_share_pct=6.53
export IMPL_finalWorstSetupSlack_ns=4.70
export IMPL_post_route_util_pct=47.0
export IMPL_grt_total_usage_pct=41.3
export IMPL_crit_fanout=47
export IMPL_dieArea_um2=24700
export IMPL_worstHoldPathCells=5
export IMPL_comb_power_share_pct=99.4
export IMPL_hpwlAfterDp_um=39300
export IMPL_crit_path_start_kind="input pin"
export IMPL_synthArstFlopShare_pct=0
export IMPL_totalWireLength_um=50400
export IMPL_largest_reg_flops=32
export IMPL_drt_pass1_iter_count=6
export IMPL_cts_repair_resized=0
export IMPL_slew_violations=0
export IMPL_cts_setup_buffers=0
export IMPL_dp_slack_ns=4.89
export IMPL_synth_edff_count=0
export IMPL_post_synth_num_cell_types=86
export IMPL_top_register="Branch"
export IMPL_leakage_uw=0.00445
export IMPL_avgSynthCellArea_um2=6.70
export IMPL_postCtsHoldBufs=0
export IMPL_untimed_endpoints=64
export IMPL_synth_area_yosys_um2=9620
kinds of logic after synthesis:
kind of cell	share of synthesized area, %
XOR/XNOR	0.364
buffers and inverters	9.25
multiplexers	14.5
AND/OR/NAND/NOR	23.0
AND-OR/OR-AND	35.2
adder cells (fa/ha/maj)	12.8
latches	5.00
worst max path at each step:
stage,startpoint,slack [ns],end
4_1_cts,In1[4],4.85,Out[31]
5_1_grt,In1[4],4.51,Out[31]
6_report,In1[7],4.70,Out[29]
synthesized netlist by cell type, types with 8 or more instances:
library cell	instances	area [µm²]
and3_1	16	100
nand2_1	125	469
buf_1	12	45.0
o21ai_0	90	450
o211ai_1	18	135
buf_2	30	150
nor3_1	64	320
o31ai_1	8	60.1
inv_1	96	360
nand2b_1	11	68.8
buf_4	11	82.6
mux4_2	29	653
nor2b_1	11	68.8
or3_1	11	68.8
a211oi_1	28	210
a21o_1	13	97.6
nand3_1	24	120
o22ai_1	23	144
dlxtn_1	32	480
ha_1	95	1190
o221ai_1	22	193
a21oi_1	138	691
nor2_1	187	702
a221oi_1	22	193
nor4_1	14	87.6
a221o_1	12	120
o21bai_1	12	90.1
clkbuf_1	63	236
mux2i_1	68	681
a31oi_1	24	150
placed cells by master (no fill, tap or decap), types with 28 or more instances in the layout:
| master | instances |
|---|---|
| nor2_1 | 187 |
| a21oi_1 | 138 |
| clkdlybuf4s50_1 | 127 |
| nand2_1 | 125 |
| inv_1 | 96 |
| ha_1 | 95 |
| o21ai_0 | 90 |
| mux2i_1 | 68 |
| nor3_1 | 62 |
| buf_4 | 36 |
| dlxtn_1 | 32 |
| mux4_2 | 29 |
| a211oi_1 | 28 |
routing by layer:
layer	wire (µm)	global-route usage, %
met5	11	0
met1	21000	57.0
met3	4670	7.35
met4	2620	18.0
met2	22200	63.4
cell type report:
cell class                 count  area, µm²
tap                          319        399
inverter                     100        375
timing repair buffer         165       1550
multi-input combinational   1188       8260
sequential                    32        480
fill                        2538      12500
power groups by stage:
stage     Sequential (µW)  Combinational [µW]  Clock (µW)
6_report             2.24                 372           0
5_1_grt              2.26                 397           0
4_1_cts              2.24                 363           0
worst max-delay path, cell delays in order:
cell             delay (ns)
clkdlybuf4s50_1        0.57
nor4_1                 0.55
nand4_1                0.34
or2_2                  0.38
buf_4                  0.29
nor2_1                 0.73
nand2_1                0.37
o21ai_0                0.25
a211oi_1               0.16
o211ai_1               0.21
and2_0                 0.15
a221o_1                0.15
clkdlybuf4s50_1        0.49
metrics by stage:
step / hold WS (ns) / power, µW
3_3_place_gp: 7.21 / 365
3_5_place_dp: 7.22 / 363
6_report: 7.23 / 374
2_1_floorplan: 6.32 / 223
5_1_grt: 7.31 / 399
4_1_cts: 7.22 / 365
Power and IR drop assume default switching activity.
