$ cat ./design.v
`timescale 1ns / 1ps
module InstrMem(ReadAddr, Instr);
input [31:0] ReadAddr;
output reg [31:0] Instr;
reg [31:0] instructions [0:31];
integer i_count;
always@(ReadAddr) 
    Instr = instructions[ReadAddr >> 2];  
initial
begin
i_count= 0;
instructions[i_count] = 32'h3c010000;     
i_count= i_count+1;
instructions[i_count] = 32'h34240050;     
i_count= i_count+1;
instructions[i_count] = 32'h20050004;     
i_count= i_count+1;
instructions[i_count] = 32'h0c000018;     
i_count= i_count+1;
instructions[i_count] =  32'hac820000;     
i_count= i_count+1;
instructions[i_count] =  32'h8c890000;     
i_count= i_count+1;
instructions[i_count] =  32'h01244022;     
i_count= i_count+1;
instructions[i_count] =  32'h20050003;     
i_count= i_count+1;
instructions[i_count] =  32'h20a5ffff;     
i_count= i_count+1;
instructions[i_count] =  32'h34a8ffff;     
i_count= i_count+1;
instructions[i_count] =  32'h39085555;     
i_count= i_count+1;
instructions[i_count] =  32'h2009ffff;     
i_count= i_count+1;
instructions[i_count] =  32'h312affff;     
i_count= i_count+1;
instructions[i_count] =  32'h01493025;     
i_count= i_count+1;
instructions[i_count] =  32'h01494026;     
i_count= i_count+1;
instructions[i_count] =  32'h01463824;     
i_count= i_count+1;
instructions[i_count] =  32'h10a00001;     
i_count= i_count+1;
instructions[i_count] =  32'h08000008;     
i_count= i_count+1;
instructions[i_count] = 32'h2005ffff;     
i_count= i_count+1;
instructions[i_count] = 32'h000543c0;     
i_count= i_count+1;
instructions[i_count] =  32'h00084400;     
i_count= i_count+1;
instructions[i_count] =  32'h00084403;     
i_count= i_count+1;
instructions[i_count] =  32'h000843c2;     
i_count= i_count+1;
instructions[i_count] =  32'h08000017;     
i_count= i_count+1;
instructions[i_count] =  32'h00004020;     
i_count= i_count+1;
instructions[i_count] =  32'h8c890000;     
i_count= i_count+1;
instructions[i_count] =  32'h20840004;     
i_count= i_count+1;
instructions[i_count] =  32'h01094020;     
i_count= i_count+1;
instructions[i_count] =  32'h20a5ffff;     
i_count= i_count+1;
instructions[i_count] =  32'h14a0fffb;     
i_count= i_count+1;
instructions[i_count] =  32'h00081000;     
i_count= i_count+1;
instructions[i_count] =  32'h03e00008;     
end
endmodule
$ cat ./run.sh
#!/bin/bash
# OpenROAD 26Q1-2900-gdf79404cd8, Yosys 0.63+post, stock flow scripts
make -C /OpenROAD-flow-scripts/flow DESIGN_CONFIG=/design/flow/config.mk WORK_HOME=/design/flow/orfs finish
$ cat ./config.mk
export PLATFORM = sky130hd
export DESIGN_NAME = InstrMem
export DESIGN_NICKNAME = InstrMem
export VERILOG_FILES = /design/flow/design.v
export SDC_FILE = /design/flow/constraint.sdc
export NUM_CORES = 4
export LEC_CHECK = 1
export CORE_AREA = 10 10 80 80
export DIE_AREA = 0 0 90 90
$ cat ./constraint.sdc
current_design InstrMem

set clk_period 2.8
set clk_io_pct 0.2

create_clock -name clk0 -period $clk_period

set non_clock_inputs [all_inputs -no_clocks]
set_input_delay [expr $clk_period * $clk_io_pct] -clock clk0 $non_clock_inputs
set_output_delay [expr $clk_period * $clk_io_pct] -clock clk0 [all_outputs]
==> flow_summary.ini <==
; flow metrics
[outcome]
status = completed

[grt]
antenna_found_initial = 0
grt_max_degree = 21
overflow = 0
grt_usage_pct = 9.86
grt_pass1_wl_mm = 6.98
grt_pass1_vias = 1364

[logic_synthesis]
largest_area_cell = a21oi_1
yosys_warnings = 1
synth_cell_types = 45
netlist_area_mm2 = 0.00112
synth_chip_area_mm2 = 0.00112
syn_inst = 171
syn_avg_cell_area_um2 = 6.57
synth.area.top_cells = a21oi_1 8.9%, ha_1 8.9%, nand2_1 7.0%, buf_6 6.0%, o21ai_0 4.9%
postSynthSeqShare_pct = 0
ys_cells = 171
synth_top_area_share_pct = 8.91

[placement]
post-place-ws_ns = -0.442
port_buffers = 35
dp_hpwl_mm = 3.18
place_area_mm2 = 0.00175
gp_congestion = 0.913

[final_timing]
rsz0062_at_grt = no
setup-tns-final_ns = 0
fmax_mhz = 368
period_needed_ns = 2.72
fin_ws_ns = 0.0805
drv_slew = 0
hold_viol = 0
finalCritPeriodShare_pct = 97.1
finalSetupViolCount = 0

[hold_path]
holdPathStages = 5
hold_class = primary input to output pin
min_from = ReadAddr[4]
min_to = Instr[27]

[final_layout]
fin_area_mm2 = 0.00188
lay_top_cells = 39 x buf_4, 28 x clkdlybuf4s50_1, 20 x nand2_1
area_growth_pct = 67.6
drive_above_1_share_pct = 33.3
register_area_um2 = 0
layout_top_cell = buf_4
postLayoutCoreUtil_pct = 39.9
n_sequential_cell = 0
nClkBuffers = 0

[detailed_routing]
postRouteWirelength_mm = 4.32
wl_per_cell_um = 14.5
n_antenna_cell = 0
vias_per_cell = 5.00
firstDrtPassIters = 4
detailroute.via_count = 1491
ant_nets = 0
drc = 0
drt_iter0_markers = 201

[floorplanning]
die_width_um = 90
io_pins = 64
fp_util_pct = 23.8
placementRows = 25
dieArea_mm2 = 0.00810
fp.dieH_um = 90
fp.coreArea_mm2 = 0.00472

[flow_run]
cap_violations = 0
warning_count = 66

[power]
leakage_nw = 0.798
peakVddDrop_v = 0.0000670
power_w = 0.000315
power_density_mw_per_mm2 = 167

[setup_path]
worstSetupEndpointType = output pin
arrival_ns = 2.16
worstSetupStartpointType = primary input
worstPathRequired_ns = 2.24
critical_path_class = primary input to output pin
path_max_fanout = 9
-- worst max-delay path, cell delays in order --
cell	delay, ns
clkbuf_4	0.16
inv_6	0.04
buf_4	0.17
ha_1	0.20
mux4_2	0.46
nor2_1	0.11
a21oi_1	0.06
clkdlybuf4s50_1	0.42
-- stage by stage --
| step | instances | hold WS, ns |
|---|---|---|
| 2_1_floorplan | 172 | 1.25 |
| 3_3_place_gp | 294 | 2.32 |
| 3_5_place_dp | 294 | 2.34 |
| 4_1_cts | 295 | 1.90 |
| 5_1_grt | 298 | 1.92 |
| 6_report | 298 | 1.85 |
-- cell usage after synthesis, types with 2 or more instances --
cell type	n
o21ai_0	11
o22ai_1	5
ha_1	8
a21oi_1	20
nand2_1	21
a211o_1	2
buf_6	6
buf_4	7
nand3_1	3
nand2b_1	8
o211ai_1	2
buf_2	9
a32oi_1	2
a21boi_0	2
nor3_1	3
a21o_1	5
a311oi_1	4
a31oi_1	5
mux2i_1	4
nand4_1	2
inv_1	4
nor2_1	13
o21ai_1	3
-- metal layers --
metal  track usage [%]  wire length, um  vias to the layer above
met1              13.8             1890                      681
met2              15.9             2000                       61
met4             0.928               44                        0
li1                  -                -                      745
met3              1.76              390                        4
met5                 0                0                        -
-- layout make-up --
| cell class | instances | area, um2 |
|---|---|---|
| inverter | 6 | 27.5 |
| multi-input combinational | 144 | 1020 |
| tap | 67 | 83.8 |
| fill | 466 | 2840 |
| timing repair buffer | 81 | 756 |
-- kinds of logic (layout without fill, tap and decap cells) --
family | Yosys count | after routing | synth area share (%)
and+or+nand+nor | 58 | 58 | 26.2
adders and majority gates | 8 | 8 | 8.91
muxes | 7 | 7 | 7.91
other | 1 | 2 | 0.334
AOI/OAI and AO/OA | 69 | 69 | 39.5
buffers and inverters | 28 | 87 | 17.1
-- where the power goes --
group	internal, W	switching (W)	total (W)
combinational	0.000181	0.000134	0.000315
sequential	0	0	0
clock	0	0	0
total	0.000181	0.000134	0.000315
-- worst max path at each step --
stage / cells past startpoint / slack, ns / to / start
6_report: 8 / 0.08 / Instr[21] / ReadAddr[3]
5_1_grt: 8 / 0.001 / Instr[21] / ReadAddr[3]
4_1_cts: 8 / 0.005 / Instr[21] / ReadAddr[2]
-- timing repair --
item / 4_1_cts / 5_1_grt
setup buffers: 0 / 3
gates cloned: 1 / 0
gates resized: 25 / 13
hold buffers: 0 / 0
pin swaps: 0 / 3
setup endpoints to repair: 30 / 20
No activity file was given, so power comes from the tool's default toggle rates.
