## flow/run.sh

```bash
#!/bin/bash
# OpenROAD 26Q1-2900-gdf79404cd8, Yosys 0.63+post, stock flow scripts
make -C /OpenROAD-flow-scripts/flow DESIGN_CONFIG=/design/flow/config.mk WORK_HOME=/design/flow/orfs finish
```

## flow/config.mk

```make
export PLATFORM = sky130hd
export DESIGN_NAME = DataMem
export DESIGN_NICKNAME = DataMem
export VERILOG_FILES = /design/flow/design.v
export SDC_FILE = /design/flow/constraint.sdc
export NUM_CORES = 4
export LEC_CHECK = 1
export CORE_UTILIZATION = 30
```

## flow/constraint.sdc

```tcl
current_design DataMem

set clk_period 5.5
set clk_io_pct 0.2

create_clock -name clk0 -period $clk_period [get_ports {clk}]

set non_clock_inputs [all_inputs -no_clocks]
set_input_delay [expr $clk_period * $clk_io_pct] -clock clk0 $non_clock_inputs
set_output_delay [expr $clk_period * $clk_io_pct] -clock clk0 [all_outputs]
```

## flow/design.v

```verilog
`timescale 1ns / 1ps
module DataMem(a, din, we, clk, dout);
input [31:0] a, din;
input we, clk;
output [31:0] dout;
reg [31:0] register [0:31];
assign dout = register[a[6:2]];
always @ (posedge clk)         
    if (we) register[a[6:2]] = din;  
integer i;     
initial begin                         
    for (i = 0; i < 32; i = i + 1)             
        register[i] = 0;         
    register[5'h14] = 32'h000000a3;        
    register[5'h15] = 32'h00000027;        
    register[5'h16] = 32'h00000079;        
    register[5'h17] = 32'h00000115;        
end
endmodule
```

==> impl_metrics.py <==
# Generated from Yosys and OpenROAD reports
metrics = {
    "sta": {
        "final-max-slew-violation-count": 0,
        "rsz0062_at_grt": "no",
        "clock.fmax_mhz": 187.2,
        "setup_viol": 0,
        "period_used_pct": 97.11,
        "fin_crit_ps": 5341,
        "tns_ps": 0,
        "finalHoldViolCount": 0,
        "worstMarginPinSlew_ps": 998.1,
        "slew_headroom_pct": 33.25,
        "setup_ws_ps": 158.9,
    },
    "finish": {
        "largest_reg_flops": 1024,
        "drive_above_1_share_pct": 14.75,
        "lay_top_cells": "1024 x edfxtp_1, 512 x mux2i_1, 256 x o22ai_1",
        "syn_to_final_growth_pct": 18.39,
        "final_layout_top_logic_cell": "edfxtp_1",
    },
    "worst_setup_path": {
        "cpMaxStageDelayCell": "clkdlybuf4s50_1",
        "path_delay_family": "buffers and inverters",
        "end_kind": "primary output",
        "startpoint_type": "input port",
        "cp.depth": 8,
        "crit_buf_inv": 4,
        "path_class": "input port to primary output",
        "arrival_ps": 4240,
        "cp_max_fo": 20,
        "cp_data_required_time_ps": 4400,
        "crit_chain": "clkdlybuf4s50_1 -> nand4bb_2 -> buf_4 -> o22ai_1 -> nor4_1 -> buf_4 -> nand2_1 -> clkdlybuf4s50_1",
        "slowest_delay_ps": 870,
    },
    "cts": {
        "cts_sinks": 1024,
        "root_buffer": "clkbuf_16",
        "clk_pin_slew_ps": 60,
        "clk_path_buf_depth": 3,
        "cts_buffers": 100,
        "cts_tree": "done",
        "htree_levels": 3,
    },
    "global_routing": {
        "grt_pass1_wl_mm": 137.6,
        "use_met1_pct": 16.50,
        "gr-total-overflow": 0,
        "grt_busiest_layer": "met2",
        "grt_util_met2_pct": 22.78,
        "use_met3_pct": 12.93,
        "grt_start_max_net_pins": 53,
        "grt_pass1_vias": 21541,
        "antenna_found_initial": 3,
        "grt.total_usage_pct": 15.27,
    },
    "yosys": {
        "ys_ff": 1024,
        "avgSynthCellArea_um2": 18.84,
        "ys_seq_share_pct": 78.64,
        "ys_sh_simple_pct": 2.304,
        "syn-cell-area_um2": 39100,
        "synthAdderAreaFrac_pct": 0,
        "synth_warnings": 1,
        "xor_share_pct": 0,
        "synthMuxAreaShare_pct": 13.11,
        "synthCells": 2075,
        "synthDistinctLibCells": 22,
        "compound_area_share_pct": 4.096,
        "top_logic_kind": "multiplexers",
        "yosysCellCount": 2075,
        "ys_area_um2": 39100,
    },
    "floorplan": {
        "coreArea_um2": 129500,
        "die_area_um2": 131800,
        "pin_count": 98,
        "die_y_um": 363.0,
        "fp_util_pct": 30.20,
        "rows": 132,
        "die_x_um": 363.0,
    },
    "hold_path": {
        "hp-class": "input port to register",
        "hold_end": "register[5][6]$_DFFE_PP_",
        "min_from": "din[6]",
        "whs_path_depth": 2,
    },
    "detailed_routing": {
        "diodes": 0,
        "drt_iter0_drc": 1250,
        "via_per_inst": 4.862,
        "route.detailed.drc": 0,
        "postRouteAntennaNets": 0,
        "vias": 19941,
        "drt-wirelength-per-cell_um": 22.94,
        "wl_mm": 94.06,
        "first_pass_iters": 19,
    },
    "placement": {
        "gp_congestion": 0.8470,
        "dp_hpwl_mm": 56.64,
        "place_ws_ps": 193.1,
        "io_buffers": 70,
    },
    "pwr": {
        "vdd_drop_max_v": 0.0002715,
        "power.leakage_nw": 15.66,
        "power_density_nw_per_um2": 349.4,
    },
    "job": {
        "warning_count": 53,
        "maxCapViolCount": 0,
    },
    "run_status": {
        "status": "completed",
    },
}
final cells by class:
type,count,area (µm²)
repair buffers,225,2207
fillers,11709,83190
multi-input cells,925,7916
flip-flops and latches,1024,30750
clock inverters,69,611.8
clock buffers,116,2626
well taps,1742,2180
cell usage after synthesis (all sizes together):
cell type	count	area share, %
nand4bb	6	0.17
nand3	2	0.026
nand2	34	0.33
buf	103	1.6
nand4	1	0.016
or4b	4	0.13
clkbuf	23	0.22
nor2	29	0.28
nand3b	4	0.077
or4	1	0.029
o22ai	256	4.1
or3b	3	0.067
nand4b	4	0.090
nor4	64	1.0
nor3	4	0.051
edfxtp	1024	79
or3	1	0.016
mux2i	512	13
stage by stage:
stage          instances  power, W  hold WS [ps]  cell area (µm²)  util [%]
2_1_floorplan       2075  0.009238          1199            39100         -
3_3_place_gp        3916  0.009659          1932            43050     33.24
3_5_place_dp        3916  0.009679          1939            43050     33.24
4_1_cts             4101   0.01630          1225            46280     35.75
5_1_grt             4101   0.01668          1265            46290     35.75
6_report            4101   0.01617          1259            46290     35.75
worst max-delay path by stage:
stage / startpoint / endpoint
5_1_grt: a[4] / dout[21]
4_1_cts: a[4] / dout[29]
6_report: a[4] / dout[21]
cells by family after synthesis:
family / after synthesis
AOI/OAI and AO/OA: 256
buffers and inverters: 126
DFF: 1024
muxes: 512
and+or+nand+nor: 157
what timing repair did:
item / 4_1_cts / 5_1_grt
hold buffers: 0 / 0
buffers inserted: 0 / 0
hold endpoints to repair: 0 / 0
resized: 0 / 1
endpoints found under the setup margin: 0 / 1
metal layers:
metal / wire (µm) / vias to the layer above
li1: - / 8891
met2: 43050 / 1225
met1: 31660 / 9667
met4: 2130 / 12
met5: 414 / -
met3: 16810 / 146
power by group:
part	leakage, nW	internal [W]	switching (W)
logic	4.87	0.000323	0.000480
clock network	1.57	0.00388	0.00279
registers	9.22	0.00868	0.0000194
No activity file was given, so power comes from the tool's default toggle rates.
